$ cat flow/design.v
module and2 (
    input [63:0] a,
    input [63:0] b,
    output [63:0] y
);
    assign y = a & b;
endmodule
$ cat flow/run.sh
#!/bin/bash
# OpenROAD 26Q1-2900-gdf79404cd8, Yosys 0.63+post, stock flow scripts
make -C /OpenROAD-flow-scripts/flow DESIGN_CONFIG=/design/flow/config.mk WORK_HOME=/design/flow/orfs finish
$ cat flow/config.mk
export PLATFORM = sky130hd
export DESIGN_NAME = and2
export DESIGN_NICKNAME = and2
export VERILOG_FILES = /design/flow/design.v
export SDC_FILE = /design/flow/constraint.sdc
export NUM_CORES = 4
export LEC_CHECK = 1
export CORE_AREA = 10 10 82 82
export DIE_AREA = 0 0 92 92
export SYNTH_HDL_FRONTEND = slang
$ cat flow/constraint.sdc
current_design and2

set clk_period 1.0
set clk_io_pct 0.2

create_clock -name clk0 -period $clk_period

set non_clock_inputs [all_inputs -no_clocks]
set_input_delay [expr $clk_period * $clk_io_pct] -clock clk0 $non_clock_inputs
set_output_delay [expr $clk_period * $clk_io_pct] -clock clk0 [all_outputs]
==> flow report <==
==============================================================================
Outcome                                                           complete, no violations
Post-detailed-placement cell area                                 0.002410 mm2
Clock buffer count                                                           0
Met2 Usage GRT                                                          0.2024
Worst IR Drop VDD                                                   0.09717 mV
Summed standard-cell area reported by yosys                          400.4 um2
Type of element capturing the critical path                        output port
Worst Hold Depth                                                             3
Final number of max-transition violations                                    0
Share of the yosys chip area belonging to registers                          0
Seq_cells                                                                    0
Final Hold Violating Endpoints                                               0
Final worst-path cycle share                                            0.8864
Vias                                                                     1,101
Register Area                                                            0 um2
Postcts setup bufs                                                           0
Die width                                                                92 um
Power density relative to cell area                               260.1 mW/mm2
Number of DRC markers in iteration 0                                         4
Leading cell types in the layout, fill and taps excluded          dlygate4sd2_1, buf_2, and2_1
Pre-placement core utilization                                         0.07890
Maximum number of pins on one net before global-route repair                 2
Transition at the pin with the smallest max-transition slack        0.06243 ns
Worst path required time                                               0.80 ns
Worst slew margin relative to its limit                                 0.9584
Count of input and output buffers                                          192
Via density                                                              3.377
Post-route minimum period                                            0.8864 ns
Critical path class                                                     in2out
Last weighted congestion value of the routability-driven placer         0.7897
Total core area                                                   0.005075 mm2
Leakage Power                                                         1.154 nW
Highest Clock Rate                                                    1128 MHz
Most frequent logic cell in the layout                            dlygate4sd2_1
Mean area per synthesized cell                                       6.256 um2
# IOs                                                                      192
Total number of placement rows                                              26
Worst slack after detailed placement                                -0.4942 ns
Initial antenna violation count                                              0
Number of gates resized after CTS                                          326
Critical path launch point type                                      input pin
Non-Filler Cell Area, Final                                       0.001941 mm2
Setup repair after global routing missed its margin                      false
Die Y                                                                    92 um
Number of max-cap violations                                                 0
Number of antenna diodes                                                     0
Total Power                                                          0.5048 mW
Post-synthesis instance total                                               64
M1 GR Usage                                                             0.1127
Number of different library cells in the post-synthesis netlist              1
Total setup violations reported at the end of the flow                       0
Worst Path Max Fanout                                                        1
First-pass GRT wire length                                            7.148 mm
Total global-route track usage                                          0.1068
Routed Wire Length                                                    5.048 mm
Sw Share                                                                0.2043
Hold_sp                                                                  a[31]
Total number of warnings across the stage logs                              32
Final ANT Viol Nets                                                          0
Main area contributors after synthesis                                  and2_1
Clock power frac                                                             0
Average wire per cell in the routed design                            15.48 um
Syn Std Cell Area                                                    400.4 um2
Cell internal pwr                                                    0.4017 mW
Part of the total power dissipated in combinational logic                1.000
Total cells reported by yosys after synthesis                               64
Switching power of the nets                                          0.1031 mW
Top cell type's share of synthesized area                                1.000
Number of hold buffers added after CTS                                       0
Number of global-route vias before repair                                1,159
Terminating pin of the worst hold path                                   y[31]
DPL Wire Length                                                       4.879 mm
Leading area contributor after synthesis                                and2_1
TritonRoute pass-1 iters                                                     3
Total DRC errors in the routed layout                                        0
Most Used Layer, Global Route                                             met2
Worst setup slack after layout                                       0.1136 ns
Synthesis-to-finish area growth                                         384.7%
Data arrival at the endpoint of the critical path                      0.69 ns
Share of layout cells above drive strength 1                            0.2578
GR Overflow Total                                                            0
HP Class                                                                in2out
M3 GR Usage                                                            0.04613
Proportion of power drawn by flip-flops and latches                          0
Worst Hold Margin                                                    0.7661 ns
Total number of yosys warnings                                               0
Die footprint                                                     0.008464 mm2
==============================================================================
-- power groups by stage --
stage	Sequential (mW)	Combinational, mW	Clock, mW
4_1_cts	0	0.520	0
5_1_grt	0	0.566	0
6_report	0	0.505	0
-- final cells by class --
class	count	area, um2
fill	628	3134
multi-input combinational	64	405.4
tap	70	87.58
timing repair buffer	192	1448
-- how the worst max path moves through the flow --
stage,startpoint,to,slack [ns],depth (start not counted)
finish,b[55],y[55],0.11,3
global route,b[55],y[55],0.07,3
CTS,b[55],y[55],0.11,3
-- logic make-up after synthesis --
family / after synthesis / synth area share
simple gates: 64 / 1.000
-- synthesized netlist by cell type, drive strengths merged --
| master | number |
|---|---|
| and2 | 64 |
-- worst max-delay path, cell delays in order --
cell and delay [ns]:
dlygate4sd2_1 0.22, and2_1 0.14, buf_2 0.12
-- stage by stage --
stage	instances	utilization	setup TNS (ns)
after floorplan	64	-	0
final	326	0.3824	0
after CTS	326	0.3824	0
after detailed placement	326	0.4749	-28.01
after global placement	326	0.4749	-27.89
after global routing	326	0.3824	0
-- per-layer routing --
layer | wire length [um] | part of all wire | up-vias
li1 | - | - | 576
met1 | 1782 | 0.35 | 428
met2 | 2611 | 0.52 | 97
met3 | 654 | 0.13 | 0
met4 | 0 | 0 | 0
met5 | 0 | 0 | -
Power figures rest on the tool's default switching activity, not on a simulated workload.
