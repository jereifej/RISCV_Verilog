==> flow/design.v <==
module add2 (
    input [63:0] a,
    input [63:0] b,
    output [63:0] y
);
    assign y = a + b;
endmodule
==> flow/run.sh <==
#!/bin/bash
# OpenROAD 26Q1-2900-gdf79404cd8, Yosys 0.63+post, stock flow scripts
make -C /OpenROAD-flow-scripts/flow DESIGN_CONFIG=/design/flow/config.mk WORK_HOME=/design/flow/orfs finish
==> flow/config.mk <==
export PLATFORM = sky130hd
export DESIGN_NAME = add2
export DESIGN_NICKNAME = add2
export VERILOG_FILES = /design/flow/design.v
export SDC_FILE = /design/flow/constraint.sdc
export NUM_CORES = 4
export LEC_CHECK = 1
export CORE_UTILIZATION = 30
export SYNTH_HDL_FRONTEND = slang
==> flow/constraint.sdc <==
current_design add2

set clk_period 27.6
set clk_io_pct 0.2

create_clock -name clk0 -period $clk_period

set non_clock_inputs [all_inputs -no_clocks]
set_input_delay [expr $clk_period * $clk_io_pct] -clock clk0 $non_clock_inputs
set_output_delay [expr $clk_period * $clk_io_pct] -clock clk0 [all_outputs]
==> summary.txt <==
run metrics: status=finished, final reports clean, Unique cell types=65, Detailed Route WL=13500 um, core area=12200 um^2, dpl cell area=5840 um^2, post-DP HPWL=11900 um, simple-gate area share of the yosys netlist=23.6%, drc violations=0, first-pass GRT wire length=21200 um, Post-Syn Area=~3800 um^2, Final Hold Vio Count=0, Rel. slew slack=63.6%, CP peak stage delay=0.48 ns, vias in the first global route=4305, Commonest Layout Cell=clkdlybuf4s50_1, height of the die=115 um, switching power=65.3 uW, Int Power=87.9 uW, Slew Viols, Final=0, Setup Buffers After CTS=0, MUX share of area=0%, WS Path Type=input pin to output pin, cells after synthesis=around 560, hold_buf cts=0, critical path arrival=roughly 9 ns, Chip Area, Yosys=3820 um^2, cells along the critical path=clkdlybuf4s50_1, ha_1, fa_1, a21oi_2, nor2_1, nor4_4, nor2_1, a21oi_4, a21oi_1, o32ai_1, o21ai_1, xor2_1, clkdlybuf4s50_1, port buffer count=192, Synth Area in XOR/XNOR=between 10% and 20%, I/O pin total=192, most numerous logic cells after layout=clkdlybuf4s50_1, a21oi_1, ha_1, Tcrit/Tclk final=a little over half, Clk pwr share=0%, comb area leader=AND-OR/OR-AND gates, Reg power frac=0%, Crit. End Element=output pin, GR Util All Layers=19.9%, Detailed Route Iter0 Violations=258, max-cap viol count=0, Avg Inst Size Synth=slightly below 7 um^2, Site Rows=40, Yosys Warn Count=0, number of clock-tree buffers in the layout=0, Area Growth Syn to Fin=53.0%, Die X-Extent=115 um, Critical-path top delay cell=clkdlybuf4s50_1, RSZ-0062 raised after global routing=no, diode count=0, fa+ha+maj area frac=roughly a fifth, Pwr Density=26.2 nW/um^2, Flop area=0 um^2, yosys cell count=555, aoi share=37.2%, register share after synthesis=0%, CP max FO=5, layout cell share with drive strength beyond 1=3.31%, largest net degree at the start of global routing=12, cell area after layout=5840 um^2, setup violators final=0, gpl congestion=~0.96, Worst Tran Pin Value=0.540 ns, Core Util at FP=31.3%, Logic pwr share=~100%, Worst setup SP type=input pin, setup TNS=0 ns, total congestion overflow=0, Via density=5.23, Log Warnings=32, worst min path class=input pin to output pin, Tmin final=roughly 14 ns, Via Count=4678, Switching Share=42.6%, Chip Area=13200 um^2, maximum VDD drop=0.0000125 V, initial antenna violation count=0, CP required=about 22 ns, post-route ant nets=0, WHS=12.07 ns, Fmax=around 69 MHz, post-CTS sizing=0, DRT Pass-1 Iters=5, Flop Count=0, Leak Pwr=0.00242 uW, wire per inst=15.1 um
[stage by stage]
step / utilization (%) / instances / total power [uW] / worst slack, ns
3_5_place_dp: 47.8 / 894 / 152 / 13.13
5_1_grt: 47.8 / 894 / 167 / 12.87
6_report: 47.8 / 894 / 153 / 13.12
3_3_place_gp: 47.8 / 894 / 153 / 13.19
4_1_cts: 47.8 / 894 / 154 / 13.11
2_1_floorplan: - / 555 / 74.8 / 14.40
[path summary, 6_finish.rpt]
check,start,end,slack [ns],cells past startpoint
max,a[0],y[44],13.12,13
min,b[0],y[0],12.07,3
[critical path, delay by kind of cell]
kind | cells | cell delay (ns)
buffers and inverters | 2 | 0.88
AND/OR/NAND/NOR | 3 | 0.58
AND-OR/OR-AND | 5 | 1.15
adder cells (fa/ha/maj) | 2 | 0.67
XOR/XNOR | 1 | 0.17
[kinds of logic after synthesis]
group	after synthesis
AND/OR/NAND/NOR	179
XOR/XNOR	60
AND-OR/OR-AND	217
adder cells (fa/ha/maj)	64
buffers and inverters	35
[power by group through the flow]
stage / Clock [uW] / Combinational [uW] / Sequential [uW]
6_report: 0 / 153 / 0
5_1_grt: 0 / 167 / 0
4_1_cts: 0 / 154 / 0
[synth_stat cells (3+ instances only)]
cell type	number	area, um^2
o21ai_0	23	115
nor2_1	39	146
a41oi_1	3	26.3
nand3_1	18	90.1
a21o_1	35	263
a31oi_1	6	37.5
nand2_1	52	195
nand3b_1	4	30.0
o211ai_1	4	30.0
o21bai_1	13	97.6
buf_4	3	22.5
nand2b_1	5	31.3
nor3_1	9	45.0
xnor2_1	37	324
and2_1	3	18.8
o21ai_1	15	75.1
and3_1	6	37.5
clkbuf_1	4	15.0
o21ai_2	4	35.0
buf_2	13	65.1
a21oi_1	75	375
a21oi_2	4	35.0
or3_1	3	18.8
ha_1	63	788
nand4_1	17	106
nor2b_1	6	37.5
inv_1	14	52.6
o21a_1	7	52.6
a211oi_1	3	22.5
xor2_1	23	201
[layer usage]
| metal | track usage [%] | part of all wire [%] |
|---|---|---|
| met5 | 0 | 0 |
| met4 | 0.0866 | 0 |
| met3 | 1.13 | 5.1 |
| met2 | 32.3 | 45 |
| met1 | 30.9 | 50 |
[area by class of cell]
type                       instances  area [um^2]
fill                            1227         6370
multi-input combinational        520         3660
timing repair buffer             192         1920
tap                              168          210
inverter                          14         52.6
Power is estimated from default activity; no workload was simulated.
