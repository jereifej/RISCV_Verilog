===== /design/flow/config.mk =====
export PLATFORM = sky130hd
export DESIGN_NAME = or2
export DESIGN_NICKNAME = or2
export VERILOG_FILES = /design/flow/design.v
export SDC_FILE = /design/flow/constraint.sdc
export NUM_CORES = 4
export LEC_CHECK = 1
export CORE_AREA = 10 10 82 82
export DIE_AREA = 0 0 92 92
export SYNTH_HDL_FRONTEND = slang

===== /design/flow/constraint.sdc =====
current_design or2

set clk_period 1.0
set clk_io_pct 0.2

create_clock -name clk0 -period $clk_period

set non_clock_inputs [all_inputs -no_clocks]
set_input_delay [expr $clk_period * $clk_io_pct] -clock clk0 $non_clock_inputs
set_output_delay [expr $clk_period * $clk_io_pct] -clock clk0 [all_outputs]

===== /design/flow/design.v =====
module or2 (
    input [63:0] a,
    input [63:0] b,
    output [63:0] y
);
    assign y = a | b;
endmodule

===== /design/flow/run.sh =====
#!/bin/bash
# OpenROAD 26Q1-2900-gdf79404cd8, Yosys 0.63+post, stock flow scripts
make -C /OpenROAD-flow-scripts/flow DESIGN_CONFIG=/design/flow/config.mk WORK_HOME=/design/flow/orfs finish

==> GITHUB_STEP_SUMMARY <==
## Implementation flow summary

| Metric | Value |
|---|---|
| Outcome | complete, no violations |
| Core Region | ~5000 um2 |
| Critical-path maximum fanout | 1 |
| Die width | 92 um |
| CLK BUF | 0 |
| Synth top area share | 100% |
| Global-route usage over all layers | about a tenth |
| Site row count | 26 |
| DR vias/cell | ~3.4 |
| Pins Over Slew Limit | 0 |
| Yosys warns | 0 |
| Die Size | between 8000 and 9000 um2 |
| Initial antenna violation count | 0 |
| Yosys top cell by area | or2_1 |
| Max-cap violations | 0 |
| Hpwl dp | ~4800 um |
| Post-Syn Area | about 400 um2 |
| Final core utilization | about two fifths |
| # Post-CTS Setup Buffers | 0 |
| P per Cell Area | approximately 260 nW/um2 |
| Commonest cells in the netlist | or2_1 |
| Post-Layout Cell Count | 326 |
| Flops | 0 |
| Syn avg cell area | between 6 and 7 um2 |
| Pint | 393 uW |
| PortBufs | around 190 |
| DRT antenna net count | 0 |
| Max Clock Freq | between 1000 and 1500 MHz |
| OpenROAD warnings | 33 |
| First-pass GRT wire length | around 7000 um |
| Fillers | about 630 |
| Most common cell in the netlist | or2_1 |
| Post-synth seq share | 0% |
| Unrepaired setup endpoints after global routing | false |
| Inst Count DP | 326 |
| Hold Path Class | in2out |
| Floorplan Utilization | between 7 and 8% |
| Final setup viols | 0 |
| Vias | between 1k and 1.5k |
| Post-route setup TNS | 0 ns |
| Final Hold Violating Endpoints | 0 |
| Worst-margin pin slew | 0.0632 ns |
| GP Congestion | around 0.8 |
| Switching power | approximately 100 uW |
| Rel. slew slack | a little over nine tenths |
| Tcrit/Tclk final | between 90 and 100% |
| Die Ht | ~92 um |
| Synth cell types | 1 |
| ANT cells | 0 |
| Largest net degree at the start of global routing | 2 |
| DR pass1 iterations | 2 |
| Final wirelength | around 5000 um |
| Syn Inst Count | between 60 and 70 |
| Critical Path AT | about 0.76 ns |
| Clk pwr share | 0% |
| Vias in the first global route | approximately 1.2k |
| Layout cells sized above 1 | 25.0% |
| Area Overhead vs Synth | 383% |
| Sequential cell area | 0 um2 |
| Area reported by Yosys stat | ~400 um2 |
| Crit end category | output port |
| Crit path kind | in2out |
| Sw Share | approximately a fifth |
| Total gr overflow | 0 |
| Hold-fix buffers at CTS | 0 |
| CP startpoint kind | input port |
| Fin crit period | between 0.9 and 1 ns |
| Ports | between 150 and 200 |
| Hold slack | 0.664 ns |
| Wire per inst | 15.4 um |
| Remaining routing DRC violations | 0 |
| Pleak | ~1 nW |
| Worst Path Required | 0.80 ns |
| Post-synth area hogs | or2_1 |
| Ys cells | between 60 and 70 |
| Flop pwr share | 0% |
| Maximum vdd drop | ~0.00008 V |
| Comb power frac | ~100% |
| First DRT Iteration DRCs | 7 |
==> layer usage <==
layer	up-vias	part of all wire, %	global-route usage, %
li1	576	-	-
met1	432	37	11.3
met2	99	51	20.4
met3	0	12	4.45
met4	0	0	0
met5	-	0	0
==> power by group through the flow <==
| stage | Combinational, mW | Sequential, mW | Clock [mW] |
|---|---|---|---|
| after CTS | 0.509 | 0 | 0 |
| final | 0.494 | 0 | 0 |
| after global routing | 0.557 | 0 | 0 |
==> critical path, cell delays in order <==
cell	delay (ns)
dlygate4sd2_1	0.22
or2_1	0.21
buf_2	0.13
==> cell families after synthesis <==
family / after synthesis / share of synthesized area [%]
AND/OR/NAND/NOR: 64 / 100
==> area by class of cell <==
type / count / area [um2] / share of cell area, %
repair buffers: 192 / 1450 / 74.8
multi-input cells: 64 / 400 / 20.7
well taps: 70 / 87.6 / 4.52
==> final timing paths <==
| path | to | slack (ns) | from | cells after the start |
|---|---|---|---|---|
| max | y[33] | 0.04 | a[33] | 3 |
| min | y[16] | 0.66 | a[16] | 3 |
==> cell usage in the layout (no fill, tap or decap) <==
cell type	synthesis	layout
clkdlybuf4s15_1	0	2
buf_2	0	64
or2_1	64	64
dlygate4sd2_1	0	125
dlymetal6s2s_1	0	1
==> stage by stage <==
step | cell area [um2] | power [mW] | setup WS (ns)
2_1_floorplan | 400 | 0.0580 | 0.419
3_3_place_gp | 2410 | 0.808 | -0.472
3_5_place_dp | 2410 | 0.812 | -0.485
4_1_cts | 1930 | 0.509 | -0.105
5_1_grt | 1940 | 0.557 | 0.00322
6_report | 1940 | 0.494 | 0.0351
==> timing repair <==
item | in CTS | in global routing
pin swaps | 63 | 4
gates resized | 323 | 3
setup endpoints to repair | 64 | 4
No activity file was given, so power comes from the tool's default toggle rates.
